File: flow/config.mk
export PLATFORM = sky130hd
export DESIGN_NAME = MAC
export DESIGN_NICKNAME = MAC
export VERILOG_FILES = /design/flow/design.v
export SDC_FILE = /design/flow/constraint.sdc
export NUM_CORES = 4
export LEC_CHECK = 1
export CORE_UTILIZATION = 30
File: flow/constraint.sdc
current_design MAC

set clk_period 7.7
set clk_io_pct 0.2

create_clock -name clk0 -period $clk_period [get_ports {clk}]

set non_clock_inputs [all_inputs -no_clocks]
set_input_delay [expr $clk_period * $clk_io_pct] -clock clk0 $non_clock_inputs
set_output_delay [expr $clk_period * $clk_io_pct] -clock clk0 [all_outputs]
File: flow/design.v
`timescale 1ns / 1ps
module MAC( clk,reset,X,Y,reg_Pro );
        input clk,reset;
		  input [7:0] X;
        input [7:0] Y;
  wire [7:0] reg_X;
  wire [7:0] reg_Y;
  wire [15:0] row1;
  wire [15:0] row2;
  wire [15:0] Pro;
  output reg  [15:0] reg_Pro;
  reg_in R1(clk,X,reg_X);
  reg_in R2(clk,Y,reg_Y);
  PPG PP1(reg_X,reg_Y,p00,p01,p02,p03,p04,p05,p06,p07,p10,p11,p12,p13,p14,p15,p16,p17,p20,p21,p22,p23,p24,p25,
          p26,p27,p30,p31,p32,p33,p34,p35,p36,p37,p40,p41,p42,p43,p44,p45,p46,p47,p50,p51,p52,p53,
          p54,p55,p56,p57,p60,p61,p62,p63,p64,p65,p66,p67,p70,p71,p72,p73,p74,p75,p76,p77);
  PPR PP2(p00,p01,p02,p03,p04,p05,p06,p07,p10,p11,p12,p13,p14,p15,p16,p17,p20,p21,p22,p23,p24,p25,
          p26,p27,p30,p31,p32,p33,p34,p35,p36,p37,p40,p41,p42,p43,p44,p45,p46,p47,p50,p51,p52,p53,
          p54,p55,p56,p57,p60,p61,p62,p63,p64,p65,p66,p67,p70,p71,p72,p73,p74,p75,p76,p77,row1,row2);
  alpha_adder16 a(row1,row2,1'b0,Pro,carry);
always@(posedge clk)
begin
if (reset)
	reg_Pro<=0;
else
	reg_Pro<=Pro+reg_Pro;
end
endmodule
module alpha_adder16(a,b,cin,sum,carry );
output [15:0] sum ;
output carry ;
input [15:0] a ;
input [15:0] b ;
input cin;
wire [2:0]c;
adder4 a0 (a[3:0],b[3:0],0,sum[3:0],c[0]);
adder4 a1 (a[7:4],b[7:4],c[0],sum[7:4],c[1]);
adder4 a2 (a[11:8],b[11:8],c[1],sum[11:8],c[2]);
adder4 a3 (a[15:12],b[15:12],c[2],sum[15:12],carry);
endmodule
module adder4( a ,b ,cin, sum ,carry );
output [3:0] sum ;
output carry ;
input [3:0] a ;
input [3:0] b ;
input cin;
wire [2:0]s;
fullAdder u0 (a[0],b[0],1'b0,sum[0],s[0]);
fullAdder u1 (a[1],b[1],s[0],sum[1],s[1]);
fullAdder u2 (a[2],b[2],s[1],sum[2],s[2]);
fullAdder u3 (a[3],b[3],s[2],sum[3],carry);
endmodule
`timescale 1ns / 1ps
module reg_in(clk,in,out);
input clk;
input [7:0]in;
output reg [7:0]out;
always@(posedge clk)
begin
	out<=in;
end
endmodule
module PPG(X,Y,p00,p01,p02,p03,p04,p05,p06,p07,p10,p11,p12,p13,p14,p15,p16,p17,p20,p21,p22,p23,p24,p25,
          p26,p27,p30,p31,p32,p33,p34,p35,p36,p37,p40,p41,p42,p43,p44,p45,p46,p47,p50,p51,p52,p53,
          p54,p55,p56,p57,p60,p61,p62,p63,p64,p65,p66,p67,p70,p71,p72,p73,p74,p75,p76,p77);
      input [7:0] X;
      input [7:0] Y;
		output p00,p01,p02,p03,p04,p05,p06,p07,p10,p11,p12,p13,p14,p15,p16,p17,p20,p21,p22,p23,p24,p25,
           p26,p27,p30,p31,p32,p33,p34,p35,p36,p37,p40,p41,p42,p43,p44,p45,p46,p47,p50,p51,p52,p53,
           p54,p55,p56,p57,p60,p61,p62,p63,p64,p65,p66,p67,p70,p71,p72,p73,p74,p75,p76,p77;
	 assign     p10 = X[1] & Y[0];
    assign     p20 = X[2] & Y[0];
    assign     p30 = X[3] & Y[0];
    assign     p40 = X[4] & Y[0];
    assign     p50 = X[5] & Y[0];
    assign     p60 = X[6] & Y[0];
    assign     p70 = X[7] & Y[0];
    assign     p01 = X[0] & Y[1];
    assign     p11 = X[1] & Y[1];
    assign     p21 = X[2] & Y[1];
    assign     p31 = X[3] & Y[1];
    assign     p41 = X[4] & Y[1];
    assign     p51 = X[5] & Y[1];
    assign     p61 = X[6] & Y[1];
    assign     p71 = X[7] & Y[1];
    assign     p00 = X[0] & Y[0];
    assign     p02 = X[0] & Y[2];
    assign     p12 = X[1] & Y[2];
    assign     p22 = X[2] & Y[2];
    assign     p32 = X[3] & Y[2];
    assign     p42 = X[4] & Y[2];
    assign     p52 = X[5] & Y[2];
    assign     p62 = X[6] & Y[2];
    assign     p72 = X[7] & Y[2];
    assign     p03 = X[0] & Y[3];
    assign     p13 = X[1] & Y[3];
    assign     p23 = X[2] & Y[3];
    assign     p33 = X[3] & Y[3];
    assign     p43 = X[4] & Y[3];
    assign     p53 = X[5] & Y[3];
    assign     p63 = X[6] & Y[3];
    assign     p73 = X[7] & Y[3];
    assign     p04 = X[0] & Y[4];
    assign     p14 = X[1] & Y[4];
    assign     p24 = X[2] & Y[4];
    assign     p34 = X[3] & Y[4];
    assign     p44 = X[4] & Y[4];
    assign     p54 = X[5] & Y[4];
    assign     p64 = X[6] & Y[4];
    assign     p74 = X[7] & Y[4];
    assign     p05 = X[0] & Y[5];
    assign     p15 = X[1] & Y[5];
    assign     p25 = X[2] & Y[5];
    assign     p35 = X[3] & Y[5];
    assign     p45 = X[4] & Y[5];
    assign     p55 = X[5] & Y[5];
    assign     p65 = X[6] & Y[5];
    assign     p75 = X[7] & Y[5];
    assign     p06 = X[0] & Y[6];
    assign     p16 = X[1] & Y[6];
    assign     p26 = X[2] & Y[6];
    assign     p36 = X[3] & Y[6];
    assign     p46 = X[4] & Y[6];
    assign     p56 = X[5] & Y[6];
    assign     p66 = X[6] & Y[6];
    assign     p76 = X[7] & Y[6];
    assign     p07 = X[0] & Y[7];
    assign     p17 = X[1] & Y[7];
    assign     p27 = X[2] & Y[7];
    assign     p37 = X[3] & Y[7];
    assign     p47 = X[4] & Y[7];
    assign     p57 = X[5] & Y[7];
    assign     p67 = X[6] & Y[7];
    assign     p77 = X[7] & Y[7];
endmodule
module PPR(p00,p01,p02,p03,p04,p05,p06,p07,p10,p11,p12,p13,p14,p15,p16,p17,p20,p21,p22,p23,p24,p25,
          p26,p27,p30,p31,p32,p33,p34,p35,p36,p37,p40,p41,p42,p43,p44,p45,p46,p47,p50,p51,p52,p53,
          p54,p55,p56,p57,p60,p61,p62,p63,p64,p65,p66,p67,p70,p71,p72,p73,p74,p75,p76,p77,row1,row2);
input     p00,p01,p02,p03,p04,p05,p06,p07,p10,p11,p12,p13,p14,p15,p16,p17,p20,p21,p22,p23,p24,p25,
          p26,p27,p30,p31,p32,p33,p34,p35,p36,p37,p40,p41,p42,p43,p44,p45,p46,p47,p50,p51,p52,p53,
          p54,p55,p56,p57,p60,p61,p62,p63,p64,p65,p66,p67,p70,p71,p72,p73,p74,p75,p76,p77;
	 output [15:0] row1;
    output [15:0] row2;	 
     wire  [42:1] s;
     wire  [42:1] c;
 	  halfAdder  h1(p60,p51,s[1],c[1]);
     fullAdder  h2(p70,p61,p52,s[2],c[2]);
     halfAdder  h3(p43,p34,s[3],c[3]);
     fullAdder  h4(p62,p53,p44,s[4],c[4]);
     halfAdder  h5(p26,p35,s[5],c[5]);
     fullAdder  h6(p36,p45,p54,s[6],c[6]);
    halfAdder  h7(p31,p40,s[7],c[7]);
    halfAdder  h8(p14,p23,s[8],c[8]);
    fullAdder  h9(p32,p50,p41,s[9],c[9]);
    fullAdder  h10(p06,p15,p24,s[10],c[10]);
    fullAdder  h11(p33,p42,s[1],s[11],c[11]);
    fullAdder  h12(p07,p16,p25,s[12],c[12]);    
    fullAdder  h13(s[2],s[3],c[1],s[13],c[13]);
    fullAdder  h14(p71,p17,s[5],s[14],c[14]);
    fullAdder  h15(c[2],s[4],c[3],s[15],c[15]);
    fullAdder  h16(p63,p27,p72 ,s[16],c[16]);
    fullAdder  h17(s[6],c[4], c[5],s[17],c[17]);
    fullAdder  h18(p55,p64,p73,s[18],c[18]);
    fullAdder  h19(p37,p46,c[6],s[19],c[19]);
    fullAdder  h20(p56,p65,p74,s[20],c[20]);
    halfAdder  h21(p21,p30,s[21],c[21]);
    fullAdder  h22(p13,p22,s[7],s[22],c[22]);
    fullAdder  h23(s[8],s[9],c[7],s[23],c[23]);
    fullAdder  h24(s[11],c[8],c[9],s[24],c[24]);
    fullAdder  h25(s[13],c[10],c[11],s[25],c[25]);
    fullAdder  h26(s[15],c[12],c[13],s[26],c[26]);
    fullAdder  h27(s[17],c[14],c[15],s[27],c[27]);
    fullAdder  h28(s[19],c[16],c[17],s[28],c[28]);
    fullAdder  h29(c[18],c[19],p47,s[29],c[29]);
    fullAdder  h30(p66,p75,c[20],s[30],c[30]);
    halfAdder  h31(p11,p20,s[31],c[31]);
    fullAdder  h32(p03,p12,s[21],s[32],c[32]); 
    fullAdder  h33(p04,c[21],s[22],s[33],c[33]);
    fullAdder  h34(p05,s[23],c[22],s[34],c[34]);
    fullAdder  h35(s[10],s[24],c[23],s[35],c[35]); 
    fullAdder  h36(s[12],s[25],c[24],s[36],c[36]); 
    fullAdder  h37(s[14],s[26],c[25],s[37],c[37]);
    fullAdder  h38(s[16],s[27],c[26],s[38],c[38]);
    fullAdder  h40(s[18],s[28],c[27],s[39],c[39]);
    fullAdder  h41(s[20],s[29],c[28],s[40],c[40]);
    fullAdder  h42(p57,s[30],c[29],s[41],c[41]);
    fullAdder  h43(p67,p76,c[30],s[42],c[42]);
    assign row1[0] = p00;
    assign row1[1] = p01;
    assign row1[2] = p02;
    assign row1[3] = s[32];
    assign row1[4] = s[33];
    assign row1[5] = s[34];
    assign row1[6] = s[35];
    assign row1[7] = s[36];
    assign row1[8] = s[37];
    assign row1[9] = s[38];
    assign row1[10]= s[39];
    assign row1[11]= s[40];
    assign row1[12]= s[41];
    assign row1[13]= s[42];
    assign row1[14]= p77;
    assign row1[15]= 0;
    assign row2[0] = 0;
    assign row2[1] = p10;
    assign row2[2] = s[31];
    assign row2[3] = c[31];
    assign row2[4] = c[32];
    assign row2[5] = c[33];
    assign row2[6] = c[34];
    assign row2[7] = c[35];
    assign row2[8] = c[36];
    assign row2[9] = c[37];
    assign row2[10]= c[38];
    assign row2[11]= c[39];
    assign row2[12]= c[40];
    assign row2[13]= c[41];
    assign row2[14]= c[42];
    assign row2[15]= 0;
endmodule
module fullAdder (input a ,b ,cin ,
output sum ,carry );
assign  sum = a ^ b ^ cin;  
assign  carry = (a&b) | (b&cin) | (cin&a);
endmodule
module halfAdder ( a ,b ,sum ,carry );
output sum ;
output carry ;
input a ;
input b ;
assign  sum = a ^ b ;  
assign  carry = a & b;
endmodule
File: flow/run.sh
#!/bin/bash
# OpenROAD 26Q1-2900-gdf79404cd8, Yosys 0.63+post, stock flow scripts
make -C /OpenROAD-flow-scripts/flow DESIGN_CONFIG=/design/flow/config.mk WORK_HOME=/design/flow/orfs finish
==> metrics.yaml <==
layout:
  seq_area_sq_um: 641
  final_area_sq_um: 3680
  final_util_pct: 37.3
  nFillCells: 980
  comb_area_sq_um: 2220
  area_growth_pct: 18.8
  drive_gt1_share_pct: 4.05
  fin_cells: 503
final_timing:
  worstMarginPinSlew_ps: 802
  clock_skew_ps: 11.3
  slew_headroom_pct: 46.4
  setup_viol: 0
  drv_slew: 0
  finalCritPeriodShare_pct: 72.3
  rsz0062_at_grt: "no"
  final.setup.tns_ps: 0
  fmaxAchievable_mhz: 180
  hold_viol: 0
  fin_crit_ps: 5570
  fin_hold_ws_ps: 619
die:
  core_area_sq_um: 9860
  fp.dieH_um: 104
  num_rows: 36
  die_w_um: 104
  ios: 34
  die_area_sq_um: 10700
  fp_util_pct: 31.4
global_route:
  gr-usage-all-layers_pct: 12.1
  grt_pass1_wl_um: 10300
  gr-total-overflow: 0
  grt_max_degree: 22
  grt_pass1_vias: 2282
  antenna_found_initial: 0
job:
  cap_violations: 0
  tool_warnings: 25
critical_path:
  required_ps: 7880
  cp-end-kind: "flip-flop"
  path_class: "flip-flop to flip-flop"
  start_kind: "flip-flop"
  r2r_start: "R2.out[2]$_DFF_P_"
  cp.arrival_ps: 5750
  rrSetupSlack_ps: 2130
  path_max_fanout: 8
  cp-startpoint: "R2.out[2]$_DFF_P_"
yosys:
  edf_count: 0
  syn_area_per_cell_sq_um: 9.35
  logic_family: "adder cells"
  adder_share_pct: 38.3
  ys_sh_simple_pct: 18.6
  synth_seq_share_pct: 20.7
  ys.flops: 32
  yosysWarnings: 68
  aoi_share_pct: 10.5
  ys_cells: 331
  async_flop_share_pct: 0
  synth_cell_types: 41
  yosys_most_used_dff: "dfxtp_1"
  yosys_area_sq_um: 3090
  xor_share_pct: 3.11
  synth_cells: 331
  netlist_area_sq_um: 3090
  mux_share_pct: 1.37
clocking:
  cts_setup_buffers: 0
  cts_resized: 0
  cts_sinks: 32
  cts_made_buffers: 5
  cts_htree_levels: 2
  clkLatencyLatePin_ps: 290
  clk_pin_slew_ps: 80
  cts_tree: "yes"
  hold_buffers: 0
  clock-root-buffer: "clkbuf_8"
  clock_path_buffers: 2
routing:
  drt_wl_total_um: 5960
  vias: 2315
  viasPerCell: 4.60
  diodes: 0
  ant_nets: 0
  first_iter_violations: 68
  drc: 0
  wl_per_cell_um: 11.8
  dr.pass1.iters: 4
place:
  placed_cell_area_sq_um: 3580
  place_congestion: 0.861
  io_buffers: 33
  dp.cells: 495
  hpwl_um: 4790
power:
  ir_worst_vdd_mv: 0.200
  leakage_nw: 1.73
  pwr_density_cell_nw_per_um2: 342
hold_path:
  hp-class: "flip-flop to flip-flop"
  min_from: "reg_Pro[0]$_SDFF_PP0_"
status:
  status: "complete, no violations"
==> final timing paths <==
path                                  to  cells after the start
setup / recovery  reg_Pro[15]$_SDFF_PP0_                     17
hold / removal     reg_Pro[0]$_SDFF_PP0_                      2
setup reg to reg  reg_Pro[15]$_SDFF_PP0_                     17
hold reg to reg    reg_Pro[0]$_SDFF_PP0_                      2
==> synthesized netlist by cell type, types with 5 or more instances <==
cell type	number	area share (%)
nor3_1	8	1.3
and2_1	43	8.7
a21o_1	5	1.2
nand2_1	30	3.6
o21ai_0	8	1.3
nor2_1	11	1.3
dfxtp_1	32	21
inv_1	59	7.2
a21oi_1	10	1.6
ha_1	26	11
nor2b_1	5	1.0
xnor2_1	7	2.0
fa_1	43	28
==> metal layers <==
layer / track usage [%] / up-vias / routed length, um
li1: - / 1134 / -
met1: 18.5 / 1131 / 2840
met2: 19.1 / 46 / 2850
met3: 1.92 / 4 / 232
met4: 1.55 / 0 / 44
met5: 0 / - / 0
==> worst max-delay path: stages, from the launching register on <==
cell	delay, ps
dfxtp_1	460
nand2_1	120
fa_1	540
inv_1	50
fa_1	480
fa_1	550
inv_1	50
fa_1	500
inv_1	40
ha_1	190
fa_1	370
fa_1	440
ha_1	370
a21oi_1	170
o21ai_0	180
a221o_1	330
a221oi_1	260
mux2_2	360
==> power breakdown <==
| group | total (W) | internal, W | switching (W) |
|---|---|---|---|
| sequential | 0.000238 | 0.000208 | 0.0000301 |
| clock | 0.000136 | 0.0000713 | 0.0000648 |
| combinational | 0.000882 | 0.000413 | 0.000469 |
| total | 0.00126 | 0.000692 | 0.000564 |
==> final cells by class <==
cell class | count | area share (%)
Multi-Input combinational cell | 238 | 60.5
Sequential cell | 32 | 17.4
Timing Repair Buffer | 33 | 8.99
Inverter | 59 | 6.02
Tap cell | 133 | 4.53
Clock buffer | 6 | 2.25
Clock inverter | 2 | 0.272
==> flip-flops by register name (all words and copies together) (netlist names) <==
register	count
reg_Pro	16
R1.out	8
R2.out	8
==> cell families (layout without fill, tap and decap cells) <==
kind of cell,after synthesis,after routing
XOR/XNOR,11,11
multiplexers,4,4
AND-OR/OR-AND,45,45
adder cells (fa/ha/maj),69,69
AND/OR/NAND/NOR,109,109
buffers and inverters,61,100
flip-flops,32,32
==> cells in the final DEF (no fill, tap or decap), types with 10 or more instances in the layout <==
| cell type | synthesis | layout |
|---|---|---|
| a21oi_1 | 10 | 10 |
| and2_1 | 43 | 43 |
| clkdlybuf4s50_1 | 0 | 33 |
| dfxtp_1 | 32 | 32 |
| fa_1 | 43 | 43 |
| ha_1 | 26 | 26 |
| inv_1 | 59 | 59 |
| nand2_1 | 30 | 30 |
| nor2_1 | 11 | 11 |
==> metrics by stage <==
step | setup slack, ps | power [W]
3_5_place_dp | 2080 | 0.00112
5_1_grt | 1790 | 0.00140
2_1_floorplan | 2430 | 0.000897
4_1_cts | 2090 | 0.00127
3_3_place_gp | 2200 | 0.00112
6_report | 2130 | 0.00126
Power is estimated from default activity; no workload was simulated.
