## ./config.mk

```make
export PLATFORM = sky130hd
export DESIGN_NAME = fifo
export DESIGN_NICKNAME = fifo
export VERILOG_FILES = /design/flow/design.v
export SDC_FILE = /design/flow/constraint.sdc
export NUM_CORES = 4
export LEC_CHECK = 1
export CORE_UTILIZATION = 40
```

## ./constraint.sdc

```tcl
current_design fifo

set clk_period 15.9
set clk_io_pct 0.2

create_clock -name clk0 -period $clk_period [get_ports {clk}]

set non_clock_inputs [all_inputs -no_clocks]
set_input_delay [expr $clk_period * $clk_io_pct] -clock clk0 $non_clock_inputs
set_output_delay [expr $clk_period * $clk_io_pct] -clock clk0 [all_outputs]
```

## ./design.v

```verilog
`timescale 1ns / 1ps
module fifo(clk, rst, buf_in, buf_out, wr_en, rd_en, buf_empty, buf_full, fifo_counter);
input clk, rst, wr_en, rd_en;
input [7:0]buf_in;
output [7:0]buf_out;
output buf_full, buf_empty;
output [6:0]fifo_counter;
reg [7:0]buf_out;
reg buf_full, buf_empty;
reg [6:0]fifo_counter;
reg [6:0]rd_ptr, wr_ptr;
reg [7:0]buf_mem[63:0];
          always@(fifo_counter)begin
            buf_empty = (fifo_counter == 0);
            buf_full = (fifo_counter == 64); 
          end
          always@(posedge clk)begin
            if(rst)
              fifo_counter <= 0;
            else if((!buf_empty && rd_en) && (!buf_full && wr_en))
              fifo_counter <= fifo_counter;
            else if(!buf_full && wr_en)
              fifo_counter <= fifo_counter+1;
            else if(!buf_empty && rd_en)
              fifo_counter <= fifo_counter-1;
            else
              fifo_counter <= fifo_counter;
          end
          always@(posedge clk)begin
            if(!buf_full && wr_en)
              buf_mem[wr_ptr] <= buf_in;
            else
             buf_mem[wr_ptr] <=  buf_mem[wr_ptr];
          end
          always@(posedge clk)begin
            if(rst)
              buf_out <= 0;
            else if(!buf_empty && rd_en)
              buf_out <= buf_mem[rd_ptr];
            else
              buf_out <= buf_out;
          end
          always@(posedge clk)begin
            if(rst)begin
              rd_ptr <= 0;
              wr_ptr <= 0;
            end 
            else begin
            if(!buf_full && wr_en)
              wr_ptr <= wr_ptr+1;
            else 
              wr_ptr <= wr_ptr;
            if(!buf_empty && rd_en)
              rd_ptr <= rd_ptr+1;
            else
              rd_ptr <= rd_ptr;
           end
         end                
endmodule
```

## ./run.sh

```bash
#!/bin/bash
# OpenROAD 26Q1-2900-gdf79404cd8, Yosys 0.63+post, stock flow scripts
make -C /OpenROAD-flow-scripts/flow DESIGN_CONFIG=/design/flow/config.mk WORK_HOME=/design/flow/orfs finish
```

==> results.yml <==
# flow metrics
timing:
  worst_clock_skew_ns: 0.0299
  grt_setup_unrepaired: "false"
  relSlewSlack: 0.377
  worstMarginPinSlew_ns: 0.932
  post-route-min-period_ns: 5.87
  max_freq_mhz: 170
  fin_tns_setup_ns: 0
  period_used_share: 0.369
  hold_viol: 0
  drv_slew: 0
  finalSetupViolCount: 0
critical_path:
  cp_data_arrival_time_ns: 6.09
  cp.buffers_inverters: 3
  critPathCapture: "buf_mem[51][0]"
  path_max_fanout: 8
  worstPathRequired_ns: 16.12
  regToRegSetupSlack_ns: 11.44
  r2r_end: "buf_out[4]"
  critPathLaunch: "wr_en"
  slowest_delay_ns: 0.83
  crit_path_top_delay_cell: "nor2_1"
  crit_chain: "clkdlybuf4s50_1 > inv_1 > a31oi_2 > inv_2 > nor2_1 > nand3_1 > nor2_1"
  critPathTopFamily: "simple AND/OR/NAND/NOR gates"
  crit_type: "input pin to flip-flop"
  crit_path_frequent_cell: "nor2_1"
  critPathCaptureType: "flip-flop"
  r2r_cells: 9
  path_depth: 7
  regToRegStartpoint: "rd_ptr[0]"
  worstSetupStartpointType: "input pin"
finish:
  utilization: 0.455
  drive_gt1_frac: 0.196
  syn2layout_area_growth_pct: 12.4
hold_path:
  whs_path_depth: 2
  worstHoldStart: "buf_out[1]"
  hold_class: "flip-flop to flip-flop"
placed_design:
  hpwl_mm: 30.6
  gp_congestion: 0.892
  io_buffer_count: 28
clock_tree:
  cts_tree: "yes"
  cts_sinks: 539
  worstSkewPairLatency_ns: 0.62
  cts_setup_buffers: 0
  cts_hold_buffers: 0
  cts_resized: 0
  htreeDepth: 2
  numCtsBuffers: 53
  clock_path_buffers: 3
  cts_root_buf: "clkbuf_16"
  clk_pin_slew_ns: 0.06
logic_synthesis:
  top_cell: "edfxtp_1"
  synth_area_per_cell_um2: 19.4
  edf_count: 512
  synth_flops: 539
  ys_cells: 1094
  ys_seq_frac: 0.748
  synth_cell_types: 55
  postSynthCellCount: 1094
  synth_top_area_share: 0.723
  synthArstFlopShare: 0
  synthTopCellsByCount: "512 x edfxtp_1, 102 x mux4_2, 90 x nor2_1"
  synth_area_leader_cell: "edfxtp_1"
  ff_type: "edfxtp_1"
  topCellsByArea: "edfxtp_1 72%, mux4_2 11%, mux2i_1 3.7%"
  synth-warning-count: 1
  ys_area_um2: 21300
  syn_area_um2: 21300
routing:
  drcViolationCount: 0
  drtPass1Iterations: 5
  ant_nets: 0
  wl_mm: 50.5
  drt_iter0_drc: 633
  via_per_inst: 5.64
  vias: 10600
  wire_per_inst_um: 27.0
  antenna_cells: 0
floorplan:
  coreArea_um2: 52600
  initCoreUtil: 0.405
  num_rows: 84
  die_area_um2: 54100
  ios: 29
  dieHeight_um: 233
  fp.dieW_um: 233
run:
  openroad.warnings: 25
  maxCapViolCount: 0
power_and_ir_drop:
  p_leak_uw: 0.00747
  power_density_nw_per_um2: 144
  ir_drop_uv: 83.1
global_route:
  grt_first_pass_wirelength_mm: 75.0
  grt_pass1_vias: 11500
  grt_usage: 0.213
  gr-total-overflow: 0
  antenna_found_initial: 0
  grt_max_degree: 52
status:
  outcome: "finished, final reports clean"
-- cell usage in the layout (no fill, tap or decap), drive strengths merged, types with 7 or more instances in the layout --
master	Yosys	layout
mux4	103	103
nand2	36	36
o22ai	19	19
mux2i	78	78
inv	6	10
buf	39	35
o221ai	13	13
ha	7	7
nand3b	11	11
clkdlybuf4s50	0	20
a211oi	12	12
a21oi	21	21
o21ai	16	16
xnor2	7	7
nor2	90	90
a32oi	7	7
nand3	12	12
clkinv	1	19
dfxtp	27	27
clkbuf	20	67
edfxtp	512	512
-- kinds of logic after synthesis --
group,share of synthesized area
AND-OR/OR-AND,0.0359
XOR/XNOR,0.00535
adder cells (fa/ha/maj),0.00506
buffers and inverters,0.0208
flip-flops,0.748
multiplexers,0.146
AND/OR/NAND/NOR,0.0388
-- layer usage --
| layer | wire (µm) | track usage | vias up |
|---|---|---|---|
| met2 | 23200 | 0.303 | 672 |
| li1 | - | - | 4569 |
| met1 | 18000 | 0.278 | 5230 |
| met3 | 7830 | 0.151 | 92 |
| met4 | 1450 | 0.0500 | 2 |
| met5 | 49 | 0.00735 | - |
-- worst min path at each step --
| stage | slack, ns | endpoint |
|---|---|---|
| 4_1_cts | 0.52 | buf_out[1] |
| 5_1_grt | 0.54 | buf_out[0] |
| 6_report | 0.51 | buf_out[1] |
-- worst register-to-register path: stages, from the launching register on --
cell	delay (ns)
dfxtp_4	0.45
buf_4	0.59
buf_4	0.71
buf_4	0.71
mux4_1	0.70
nand2_1	0.10
a21oi_1	0.10
a2111oi_0	0.53
a2111oi_0	0.21
a211o_1	0.26
-- layout make-up --
class / count / area [µm²]
Tap cell: 688 / 861
Fill cell: 4365 / 28600
Inverter: 7 / 26.3
Timing Repair Buffer: 55 / 443
Multi-Input combinational cell: 489 / 4920
Clock buffer: 67 / 1420
Sequential cell: 539 / 15900
Clock inverter: 28 / 313
-- metrics by stage --
stage	std cells	setup WS [ns]	hold slack [ns]	area [µm²]	power (µW)
floorplan	1094	10.92	0.402	21300	2080
global placement	1778	9.64	0.505	22200	2220
detailed placement	1778	9.52	0.509	22200	2230
CTS	1873	10.17	0.517	23900	3470
global route	1873	9.91	0.536	23900	3570
finish	1873	10.03	0.510	23900	3440
-- sequential cells by signal (all words and copies together), names as in the netlist --
register	cells
fifo_counter	7
buf_mem	512
rd_ptr	6
wr_ptr	6
buf_out	8
-- power by group --
group / switching (µW) / internal [µW] / leakage (µW)
sequential: 39.8 / 1580 / 0.00483
combinational: 295 / 276 / 0.00179
clock: 518 / 729 / 0.000855
Power is estimated from default activity; no workload was simulated.
